### flow/constraint.sdc
current_design ChangingLED

set clk_period 2.3
set clk_io_pct 0.2

create_clock -name clk0 -period $clk_period [get_ports {clk_24M}]

set non_clock_inputs [all_inputs -no_clocks]
set_input_delay [expr $clk_period * $clk_io_pct] -clock clk0 $non_clock_inputs
set_output_delay [expr $clk_period * $clk_io_pct] -clock clk0 [all_outputs]
### flow/run.sh
#!/bin/bash
# OpenROAD 26Q1-2900-gdf79404cd8, Yosys 0.63+post, stock flow scripts
make -C /OpenROAD-flow-scripts/flow DESIGN_CONFIG=/design/flow/config.mk WORK_HOME=/design/flow/orfs finish
### flow/config.mk
export PLATFORM = sky130hd
export DESIGN_NAME = ChangingLED
export DESIGN_NICKNAME = ChangingLED
export VERILOG_FILES = /design/flow/design.v
export SDC_FILE = /design/flow/constraint.sdc
export NUM_CORES = 4
export LEC_CHECK = 1
export CORE_UTILIZATION = 50
### flow/design.v
module ChangingLED (
    input clk_24M,
    output wire led_r,
    output wire led_g,
    output wire led_b,
    input wire btn_a_i,
    input wire btn_b_i
);
wire clk_100K;
SlowClock #(
    .HALFPERIOD(24000000/100000)     
) clock_100K (
    .clk  (clk_24M),
    .clk_o(clk_100K)
);
wire btn_a;
wire btn_b;
ButtonFilter buttonFilter_a (
    .clk_100K(clk_100K),
    .btn_i(btn_a_i),
    .btn_o(btn_a),
    .btnPress(),
    .btnRelease()
);
ButtonFilter buttonFilter_b (
    .clk_100K(clk_100K),
    .btn_i(btn_b_i),
    .btn_o(btn_b),
    .btnPress(),
    .btnRelease()
);
wire rst_n;
assign rst_n = btn_a;
wire clk_ledGray;
SlowClock #(
    .HALFPERIOD(24000000/20)     
) clock_ledGray (
    .clk  (clk_24M),
    .clk_o(clk_ledGray)
);
wire clk_ledPwm;
SlowClock #(
    .HALFPERIOD(24000000/100000)     
) clock_ledPwm (
    .clk  (clk_24M),
    .clk_o(clk_ledPwm)
);
localparam LEDNUM = 3;
wire ledGrayEnable;
wire [LEDNUM-1:0] ledGray;
GrayCode #(
    .GRAYWIDTH(LEDNUM)
) grayCode_led (
    .clk(clk_ledGray),
    .enable(ledGrayEnable),
    .gray(ledGray)
);
localparam PWM_DEGREE = 100;
localparam COUNTWIDTH = 10;
wire [LEDNUM-1:0] ledPwmRatioCountDone;
wire [LEDNUM-1:0] ledPwmRatioDirection;
assign ledPwmRatioDirection = btn_b ? (ledGray[LEDNUM-1:0]) : ({LEDNUM{1'b0}});
wire [COUNTWIDTH-1:0] ledPwmRatio [0:LEDNUM-1];
generate
    genvar i;
    for(i=0; i<LEDNUM; i=i+1) begin : ledPwmRatioCount
        CountInRange #(
            .COUNTWIDTH(COUNTWIDTH),
            .COUNTLIM_L(0),
            .COUNTLIM_H(PWM_DEGREE/2)    
        ) ledPwmRatioCount (
            .clk(clk_ledGray),
            .enable(~ledPwmRatioCountDone[i]),
            .direction(ledPwmRatioDirection[i]),
            .counter(ledPwmRatio[i][COUNTWIDTH-1:0]),
            .done(ledPwmRatioCountDone[i])
        );
    end
endgenerate
assign ledGrayEnable = btn_b && (& ledPwmRatioCountDone);
wire [LEDNUM-1:0] ledPwmSig;
generate
    genvar j;
    for(j=0; j<LEDNUM; j=j+1) begin : ledPwm
        PWM #(
            .DEGREE(100),
            .COUNTWIDTH(COUNTWIDTH)
        ) ledPwm (
            .clk(clk_ledPwm),
            .dutyRatio(ledPwmRatio[j][COUNTWIDTH-1:0]),
            .pwmSig(ledPwmSig[j]),
            .pwmPeriodTail()
        );
    end
endgenerate
assign led_r = ~ledPwmSig[2];
assign led_g = ~ledPwmSig[1];
assign led_b = ~ledPwmSig[0];
endmodule
module ButtonFilter (
    input wire clk_100K,
    input wire btn_i,
    output wire btn_o,
    output wire btnPress,
    output wire btnRelease
);
reg [3:0] btn_i_r;
always @(posedge clk_100K) begin
    btn_i_r[3:0] <= {btn_i_r[2:0], btn_i};
end
wire riseStable;
wire fallStable;
assign riseStable =   (& btn_i_r);
assign fallStable = ~ (| btn_i_r);
wire stable;
assign stable = riseStable || fallStable;
localparam BTN_FILT_PRDS = 1000;     
localparam COUNTWIDTH = 12;
wire countDone;
CountInRange #(
    .COUNTWIDTH(COUNTWIDTH),
    .COUNTLIM_L({COUNTWIDTH{1'b0}}),
    .COUNTLIM_H(BTN_FILT_PRDS-1)
) counter_btnFilt (
    .clk(clk_100K),
    .enable(~countDone),
    .direction(btn_i_r[0]),
    .counter(),
    .done(countDone)
);
reg [1:0] btn_o_r;
always @(posedge clk_100K) begin
    btn_o_r[1] <= btn_o_r[0];
    if(countDone && stable) begin
        btn_o_r[0] <= btn_i_r[0];
    end else begin
    end
end
assign btn_o = btn_o_r[0];
localparam BTN_PRESS_LEVEL = 0;      
wire btnUpEdge;
wire btnDownEdge;
assign btnUpEdge =   (~btn_o_r[1]) & ( btn_o_r[0]);
assign btnDownEdge = ( btn_o_r[1]) & (~btn_o_r[0]);
assign btnPress   = BTN_PRESS_LEVEL ? btnUpEdge : btnDownEdge;
assign btnRelease = BTN_PRESS_LEVEL ? btnDownEdge : btnUpEdge;
endmodule
module CountInRange #(
    parameter COUNTWIDTH = 7,
    parameter COUNTLIM_L = 0,
    parameter COUNTLIM_H = 99      
)(
    input wire clk,
    input wire enable,
    input wire direction,
    output reg [COUNTWIDTH-1:0] counter,
    output wire done
);
always @(posedge clk) begin
    if(enable) begin
        if(counter < COUNTLIM_L || counter > COUNTLIM_H) begin
            counter <= 0;
        end else if(direction==1) begin
            if(counter < COUNTLIM_H) begin
                counter <= counter + 1'b1;
            end else begin
                counter <= COUNTLIM_L;
            end
        end else if(direction==0) begin
            if(counter > COUNTLIM_L) begin
                counter <= counter - 1'b1;
            end else begin
                counter <= COUNTLIM_H;
            end
        end else begin
        end
    end
end
assign done = (direction==1 && counter == COUNTLIM_H) || (direction==0 && counter == COUNTLIM_L);
endmodule
module GrayCode #(
    parameter GRAYWIDTH = 3
)(
    input wire clk,
    input wire enable,
    output wire [GRAYWIDTH-1:0] gray
);
wire [GRAYWIDTH-1:0] bin;
CountInRange #(
    .COUNTWIDTH(GRAYWIDTH),
    .COUNTLIM_L({GRAYWIDTH{1'b0}}),
    .COUNTLIM_H({GRAYWIDTH{1'b1}})
) counter_bin (
    .clk(clk),
    .enable(enable),
    .direction(1'b1),
    .counter(bin)
);
assign gray[GRAYWIDTH-1:0] = {bin[GRAYWIDTH-1], bin[GRAYWIDTH-1:1] ^ bin[GRAYWIDTH-2:0]};
endmodule
module PWM #(
    parameter DEGREE = 100,
    parameter COUNTWIDTH = 10
)(
    input wire clk,
    input wire [9:0] dutyRatio,
    output reg pwmSig,
    output wire pwmPeriodTail
);
wire [COUNTWIDTH-1:0] counter;
CountInRange #(
    .COUNTWIDTH(COUNTWIDTH),
    .COUNTLIM_L(0),
    .COUNTLIM_H(DEGREE-1)
) counter_pwm (
    .clk(clk),
    .enable(1'b1),
    .direction(1'b1),
    .counter(counter),
    .done(pwmPeriodTail)
);
wire inWidth;
assign inWidth = (counter < dutyRatio);
always @(posedge clk) begin
    pwmSig <= inWidth;
end
endmodule
module SlowClock #(
    parameter HALFPERIOD = 32'h05F5E100      
)(
    input wire clk,
    output reg clk_o
);
localparam COUNTWIDTH = 32;
wire countDone;
CountInRange #(
    .COUNTWIDTH(COUNTWIDTH),
    .COUNTLIM_L(0),
    .COUNTLIM_H(HALFPERIOD-1)
) clockDivider (
    .clk(clk),
    .enable(1'b1),
    .direction(1'b1),
    .counter(),
    .done(countDone)
);
always @(posedge clk) begin
    if(countDone) begin
        clk_o <= ~clk_o;
    end
end
endmodule
==> results.txt <==
Physical implementation

The power density of the placed cells is 360 mW/mm^2. The timing report shows that the slowest cell on the worst path is a21o_1. After layout, the worst setup slack is 0.613 ns.

The final total negative setup slack is 0 ns. The congestion estimate from routability-driven global placement came to 0.935. On the worst path, the slowest cell contributes a delay of 0.54 ns. Per the breakdown, switching nets consume 19.7% of all power.

The number of top-level pins is 6. The leading cell type by number of instances after synthesis is dfxtp_1. The critical path class is reg -> reg. The area fraction in and, or, nand and nor cells is 20.9%.

The largest net degree at the start of global routing is 34. The via count of the first global-routing pass came to 5165. The share of total power dissipated in sequential elements is 56.2%.

The clock network is responsible for 43.2% of the overall power. After synthesis, the largest area contributor takes up 33.0% of total cell area. Per the synthesis report, the AND-OR/OR-AND share of the synthesized area is 11.7%.

The maximum resistive drop on vdd is 0.513 mV. The final report gives the standard cell area, fillers excluded, as 0.00886 mm^2. Per the slew report, the remaining headroom to the max-slew limit stands at 55.5%. The worst hold endpoint is clock_100K.clockDivider.counter[0]$_SDFF_PP0_. 117 endpoints have no timing constraint.

The OpenROAD report gives the critical path a required time of 2.49 ns. After synthesis, the chip area reported by Yosys is 0.00807 mm^2. The clock root buffer is clkbuf_16. In this run the number of H-tree levels came out at 3.

The worst path uses 73.3% of the clock period. Summing internal, switching and leakage power gives 0.00319 W. The most used flip-flop cell after synthesis is dfxtp_1. The vias per cell is 5.16.

The placeable core area is 0.0158 mm^2. After clock tree synthesis, the flow added hold-fix buffers numbering 0. The flow ran to the end, and the final reports show no timing, DRC or antenna violations. The max-cap check violation count is 0.

The minimum period implied by the final worst setup slack is 1.69 ns. The vias after detailed routing is 5690. Once the clock tree was built, the resizer swapped 0 gates to a different size.

The horizontal die dimension is 129 um. The first detailed-routing pass took 6 iterations. The net switching power is 0.000629 W.

Global routing finished with a remaining overflow of 0. The post-synth register bit count is 182. The combinational cell fraction of total power is 0.6%.

The setup slack at placement is 0.630 ns. Per the detail_route report, DRC violations left total 0. The internal portion of the total power is 0.00256 W. The worst hold path cell count is 1. The critical path goes through ha_1 -> a31oi_1 -> o21ai_1 -> a21o_1 -> nor2_1. Counting every instance in the synthesized netlist gives 809. The wire-length estimate of the detail-placed layout is 9510 um. The synthesized-area fraction occupied by adder cells is 7.29%. Across all register-to-register paths, the minimum setup slack is 0.61 ns. The leakage power in the latest report is 3.37 nW.

Looking at the clock tree report, the maximum root-to-sink buffer count equals 2. The cell type with the largest total area after synthesis is dfxtp_1. The worst-path maximum fanout is 19. The number of I/O port buffers is 4. The row count is 46. The number of cells traversed by the worst register-to-register path is 5. Once the floorplan was initialized, standard cells occupied 51.0% of the core. In this build the clock could be raised as far as 593 MHz. Setup repair after global routing left no endpoint under its margin.

The number of diodes added for antenna fixing is 0. The clock tree from TritonCTS is done. The mux contribution to synthesized area is 0%.

The logs give a warning total of 34. The die boundary height is 129 um. The chip area is 0.0166 mm^2. Compared with the post-synthesis result, the final layout area differs by 9.85%. The netlist area before placement is 0.00807 mm^2. The transition time recorded at the tightest slew-check pin is 0.662 ns. The global-route wire length before repair is 22600 um. The initial antenna violation count came to 0. Sorting the synthesized cells by area gives the leading types as dfxtp_1, edfxtp_1, ha_1. For this block, the initial DRC count from the detailed router was 252. The average size of a mapped cell is 9.97 um^2. The class of the tightest hold or removal check is reg -> reg. The cell-mix breakdown from Yosys lists the XOR/XNOR area share as 5.10%. Yosys mapped the design onto 63 distinct sky130hd cell types. After synthesis, the share of flip-flops with an asynchronous set or reset is 0%. Cells with a size suffix above 1 make up 4.06% of the layout. The post-placement cell area is 0.00858 mm^2. The number of routed nets with antenna violations is 0. The number of standard cells reported by yosys is 809.

The commonest cells after synthesis are dfxtp_1, nor2_1, inv_1. Counting flops with a built-in enable in the synthesized netlist gives 49. The launch instance of the worst min-delay path is clock_100K.clockDivider.counter[0]$_SDFF_PP0_. Buffers added to address setup during post-CTS repair amount to 0.

Clock skew on the completed layout was measured at 0.00579 ns. Looking at the reg2reg group, the worst path ends at clock_ledGray.clockDivider.counter[16]$_SDFF_PP0_. The clock latency on the worst-skew pair is 0.33 ns. The TritonCTS buffer count is 9.

The layout has 1317 filler cells. The sequential element share of the synthesized area is 51.2%. The combined buffer and inverter count along the critical path is 0. STA classifies the critical path startpoint as a flop. The top logic cell family in the synthesized netlist is simple AND/OR/NAND/NOR gates.

In this run the critical register-to-register path is launched from clock_ledGray.clockDivider.counter[0]$_SDFF_PP0_. The clock-pin slew on the worst setup and hold paths is 0.07 ns. The script logs the mean routed wire length per placed instance as 11.8 um. The worst setup path is captured at a flop.

From the final report, the count of setup violators was given as 0. The timer found 83 register pins that no clock reaches; their paths are not timed. The number of max-slew violations in the final report is 0.

The synthesis report lists the Yosys warning total as 11. Broken down by cell family, the worst path's largest delay share belongs to AND-OR/OR-AND gates. The final core utilization is 56.0%. Endpoints failing hold in the final report were tallied at 0.

On the critical path the data arrives at 1.88 ns. The total detailed-routing wirelength is 13000 um. Across every metal layer, demand over resource in global routing totals 17.1%.
==> power by group through the flow <==
stage	Clock [W]	Combinational [W]	Sequential, W
final	0.00138	0.0000184	0.00179
after global routing	0.00150	0.0000254	0.00180
after CTS	0.00142	0.0000195	0.00179
==> cells in the final DEF, fill, tap and decap left out, types with 14 or more instances in the layout <==
cell      netlist  routed
nand3_1        44      44
edfxtp_1       49      49
xnor2_1        24      24
inv_1          50      50
o21ai_1        14      14
nor4_1         25      25
nor2_1        109     109
conb_1          1      74
dfxtp_1       133     133
a21oi_1        31      31
nand2_1        39      39
nor3_1         31      31
o21ai_0        16      16
ha_1           47      47
xor2_1         23      23
and3_1         18      18
==> area by class of cell <==
type                       instances  area, um^2  share of cell area (%)
multi-input combinational        630        3910                    44.1
sequential                       182        4130                    46.7
inverter                          51         191                    2.16
timing repair buffer               8        70.1                   0.791
clock buffer                      11         243                    2.74
tap                              216         270                    3.05
clock inverter                     5        42.5                   0.480
==> state kept, by name, summed over array words and instances (netlist names) <==
signal and count:
buttonFilter_b.btn_o_r 1, grayCode_led.counter_bin.counter 3, clock_100K.clockDivider.counter 32, clock_ledGray.clk_o 1, clock_ledPwm.clk_o 1, buttonFilter_b.counter_btnFilt.counter 12, clock_ledPwm.clockDivider.counter 32, ledPwm.ledPwm.counter_pwm.counter 30
ledPwm.ledPwm.pwmSig 3, clock_ledGray.clockDivider.counter 32, buttonFilter_b.btn_i_r 4, clock_100K.clk_o 1, ledPwmRatioCount.ledPwmRatioCount.counter 30
==> logic make-up (layout without fill, tap and decap cells) <==
family / after synthesis / in the layout
adders and majority gates: 47 / 47
xor gates and xnor gates: 47 / 47
other: 1 / 74
AOI/OAI and AO/OA: 138 / 138
and+or+nand+nor: 324 / 324
buffers and inverters: 70 / 75
DFF: 182 / 182
==> per-stage QoR <==
stage,cells,hold slack [ns]
after CTS,1103,0.446
after floorplan,882,0.413
after global routing,1103,0.472
after global placement,1087,0.426
final,1103,0.444
after detailed placement,1087,0.436
==> per-layer routing <==
layer / global-route usage, % / up-vias / share of wire, %
met5: 0 / - / 0
met4: 2.49 / 0 / 1.4
met3: 2.86 / 20 / 3.4
met2: 26.9 / 101 / 44
met1: 26.7 / 2582 / 51
li1: - / 2987 / -
==> worst max path at each step <==
stage / startpoint / to / slack (ns) / depth (start not counted)
CTS: clock_ledGray.clockDivider.counter[0]$_SDFF_PP0_ / clock_ledGray.clockDivider.counter[10]$_SDFF_PP0_ / 0.60 / 5
global route: clock_ledGray.clockDivider.counter[0]$_SDFF_PP0_ / clock_ledGray.clockDivider.counter[18]$_SDFF_PP0_ / 0.44 / 6
finish: clock_ledGray.clockDivider.counter[0]$_SDFF_PP0_ / clock_ledGray.clockDivider.counter[16]$_SDFF_PP0_ / 0.61 / 5
Power and IR drop assume default switching activity.
